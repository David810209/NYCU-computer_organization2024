<file path="design/flow/config.mk">
export PLATFORM = sky130hd
export DESIGN_NAME = forwarding
export DESIGN_NICKNAME = forwarding
export VERILOG_FILES = /design/flow/design.v
export SDC_FILE = /design/flow/constraint.sdc
export NUM_CORES = 4
export LEC_CHECK = 1
export CORE_AREA = 10 10 70 70
export DIE_AREA = 0 0 80 80
</file>
<file path="design/flow/constraint.sdc">
current_design forwarding

set clk_period 2.3
set clk_io_pct 0.2

create_clock -name clk0 -period $clk_period

set non_clock_inputs [all_inputs -no_clocks]
set_input_delay [expr $clk_period * $clk_io_pct] -clock clk0 $non_clock_inputs
set_output_delay [expr $clk_period * $clk_io_pct] -clock clk0 [all_outputs]
</file>
<file path="design/flow/design.v">
`timescale 1ns / 1ps
module forwarding (
    input            ID_EX_mem_write,
    input      [4:0] ID_EX_rs,           
    input      [4:0] ID_EX_rt,
    input            EX_MEM_reg_write,
    input      [4:0] EX_MEM_rd,
    input            MEM_WB_reg_write,
    input      [4:0] MEM_WB_rd,
    output reg [1:0] forward_A,          
    output reg [1:0] forward_B
);
    always @(*)begin
        if(EX_MEM_reg_write && (EX_MEM_rd != 0) && (EX_MEM_rd == ID_EX_rs)) begin
            forward_A = 2'b10;
        end
        else if(MEM_WB_reg_write && (MEM_WB_rd != 0) && (MEM_WB_rd == ID_EX_rs)) begin
            forward_A = 2'b01;
        end
        else begin
            forward_A = 2'b00;
        end
        if (~ID_EX_mem_write && EX_MEM_reg_write && (EX_MEM_rd != 0) && (EX_MEM_rd == ID_EX_rt)) begin
            forward_B = 2'b10;
        end
        else if (MEM_WB_reg_write && (MEM_WB_rd != 0) && (MEM_WB_rd == ID_EX_rt)) begin
            forward_B = 2'b01;
        end
        else begin
            forward_B = 2'b00;
        end
    end
endmodule
</file>
<file path="design/flow/run.sh">
#!/bin/bash
# OpenROAD 26Q1-2900-gdf79404cd8, Yosys 0.63+post, stock flow scripts
make -C /OpenROAD-flow-scripts/flow DESIGN_CONFIG=/design/flow/config.mk WORK_HOME=/design/flow/orfs finish
</file>
==> metrics.yaml <==
status:
  status: "finished with violations"
  violations: "negative setup slack"
finish:
  nClkBuffers: 0
  fillers: 367
  ff_count: 0
  logic_area_um2: 338
  seq_area_um2: 0
  area_growth_pct: 210
  layout-drive-gt1-share_pct: 45.0
global_route:
  first_global_vias: 447
  grt_pass1_wl_mm: 2.31
  grt_start_max_net_pins: 4
  antenna_found_initial: 0
  gr-total-overflow: 0
  grt_usage_pct: 4.48
placed_design:
  portBuffers: 27
  dp_hpwl_mm: 1.26
  gp_congestion: 0.850
worst_hold_path:
  min_to: "forward_B[0]"
  min_from: "MEM_WB_rd[4]"
  hold_class: "in -> out"
  worstHoldPathCells: 5
floorplan:
  die_area_um2: 6400
  fp_util_pct: 7.58
  die_height_um: 80
  die_width_um: 80
  coreArea_um2: 3420
  core.rowCount: 21
  num_io_pins: 27
drt:
  via_per_inst: 3.17
  ant_nets: 0
  drc: 0
  dr.pass1.iters: 3
  wl_per_cell_um: 11.4
  diodes: 0
  drt-total-wl_mm: 1.44
  dr.first_iter.drc_count: 17
  vias: 400
logic_synthesis:
  yosys-top-cells-area: "xnor2_1, xor2_1, nor4_1"
  synthTopCellsByCount: "xnor2_1, nor4_1, nand4_1, xor2_1"
  synth.most_common_cell: "xnor2_1"
  synth.top_cell.area_share_pct: 57.5
  yosys.area.top_type: "xnor2_1"
  ys_area_um2: 259
  yosys_warnings: 1
  ys_cells: 34
  synth_area_um2: 259
  postSynthCellCount: 34
  yosysSeqAreaShare_pct: 0
  synth_cell_types: 9
  synth_area_per_cell_um2: 7.62
sta:
  worst_slack_ns: -0.0153
  setup_violations: 1
  timing.final.crit_share_pct: 101
  rsz0062_at_grt: "yes"
  setup_tns_ns: -0.0153
  period_needed_ns: 2.32
  worstMarginPinSlew_ns: 0.283
  timing.hold.ws_ns: 1.52
  max_freq_ghz: 0.432
  finalMaxSlewViolations: 0
  slew_headroom_pct: 81.1
  hold_violations: 0
power_and_ir_drop:
  ir_worst_vdd_v: 0.0000682
  p_leak_nw: 0.322
  p_per_area_nw_per_um2: 159
worst_setup_path:
  path_cells: "buf_8, or4_4, o21ai_4, buf_6, nor4_4, nor4_2, buf_2"
  crit_slowest_cell: "or4_4"
  critPathLaunch: "EX_MEM_rd[4]"
  crit_fanout: 2
  cp.required_ns: 1.84
  crit_path_end_kind: "output pin"
  path_class: "in -> out"
  cp-start-kind: "input port"
  critPathMaxStageDelay_ns: 0.53
  crit_arrival_ns: 1.86
job:
  cap_violations: 0
  tool_warnings: 33
clocking:
  postCtsHoldBufs: 0
[layer usage]
metal	track usage, %	part of all wire [%]	vias up
met5	0	0	-
met4	0	0	0
met3	2.61	16	0
met2	4.49	26	24
met1	7.61	57	159
li1	-	-	217
[critical path, delay by kind of cell]
family          cells  cell delay, ns
simple gates        3            0.85
buf+inv             3            0.36
compound gates      1            0.18
[through the flow]
step | instance area, um2 | power, mW | cells | util [%] | setup slack (ns)
final | 802 | 0.128 | 126 | 23.5 | -0.0153
after global routing | 802 | 0.137 | 126 | 23.5 | -0.102
after CTS | 764 | 0.121 | 125 | 22.4 | 0.00229
after detailed placement | 714 | 0.116 | 124 | 20.9 | -0.655
after global placement | 714 | 0.115 | 124 | 20.9 | -0.669
after floorplan | 259 | 0.0353 | 34 | - | 0.480
[placed cells by master (no fill, tap or decap), drive strengths merged]
cell / count
buf: 24
xnor2: 17
dlygate4sd2: 12
clkdlybuf4s15: 7
nor4: 4
xor2: 3
nand4: 3
clkdlybuf4s50: 3
nand2: 2
or4: 2
o21ai: 1
nand3: 1
nor2: 1
[worst max-delay path by stage]
| stage | cells past startpoint | slack (ns) | end |
|---|---|---|---|
| CTS | 6 | 0.002 | forward_A[0] |
| global route | 7 | -0.10 | forward_B[0] |
| finish | 7 | -0.02 | forward_B[0] |
[logic make-up after synthesis]
logic type,after synthesis,share of synthesized area (%)
AOI/OAI and AO/OA,1,3.38
and+or+nand+nor,13,29.0
xor gates and xnor gates,20,67.6
[power breakdown]
part           switching, mW  internal (mW)  leakage [nW]
clock                      0              0             0
combinational         0.0509         0.0768         0.322
sequential                 0              0             0
total                 0.0509         0.0768         0.322
[cell type report]
type,instances,area share [%]
timing repair buffer,46,50.7
tap,46,7.18
multi-input combinational,34,42.1
[what timing repair did]
item,4_1_cts,5_1_grt
setup endpoints to repair,4,3
endpoints found under the hold margin,0,0
resized,58,9
setup buffers,1,1
pin swaps,12,6
gates cloned,0,0
Power figures rest on the tool's default switching activity, not on a simulated workload.
