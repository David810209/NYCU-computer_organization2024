==> flow/run.sh <==
#!/bin/bash
# OpenROAD 26Q1-2900-gdf79404cd8, Yosys 0.63+post, stock flow scripts
make -C /OpenROAD-flow-scripts/flow DESIGN_CONFIG=/design/flow/config.mk WORK_HOME=/design/flow/orfs finish
==> flow/config.mk <==
export PLATFORM = sky130hd
export DESIGN_NAME = branch_forward
export DESIGN_NICKNAME = branch_forward
export VERILOG_FILES = /design/flow/design.v
export SDC_FILE = /design/flow/constraint.sdc
export NUM_CORES = 4
export LEC_CHECK = 1
export CORE_AREA = 10 10 70 70
export DIE_AREA = 0 0 80 80
==> flow/constraint.sdc <==
current_design branch_forward

set clk_period 3.3
set clk_io_pct 0.2

create_clock -name clk0 -period $clk_period

set non_clock_inputs [all_inputs -no_clocks]
set_input_delay [expr $clk_period * $clk_io_pct] -clock clk0 $non_clock_inputs
set_output_delay [expr $clk_period * $clk_io_pct] -clock clk0 [all_outputs]
==> flow/design.v <==
module branch_forward(
    input       take_branch,
    input       EX_MEM_reg_dst,
    input       MEM_WB_mem_to_reg,
    input  [4:0] rs,
    input  [4:0]     rt,
    input [4:0] EX_MEM_rd,
    input [4:0] MEM_WB_rd,
    output reg [1:0] beq_forward_A,
    output reg [1:0] beq_forward_B
);
    always @(*)begin
       if(take_branch)begin
            if(EX_MEM_reg_dst && EX_MEM_rd != 0 && EX_MEM_rd == rs ) begin
            beq_forward_A <= 2'b10;
            end
            else if( MEM_WB_mem_to_reg && MEM_WB_rd != 0 &&  MEM_WB_rd == rs) begin
                beq_forward_A <= 2'b01;
            end
            else beq_forward_A <= 2'b00;
            if(EX_MEM_reg_dst && EX_MEM_rd != 0 && EX_MEM_rd == rt)begin
                beq_forward_B <= 2'b10;
            end
            else if(MEM_WB_mem_to_reg && MEM_WB_rd != 0 && MEM_WB_rd == rt) begin
                beq_forward_B <= 2'b01;
            end
            else beq_forward_B <= 2'b00;
       end
       else begin
              beq_forward_A <= 2'b00;
              beq_forward_B <= 2'b00;
         end
    end
endmodule
==> results.json <==
{
  "drt-met1-wl_microns": 844,
  "yosys.area.top_type": "xnor2_1",
  "fp.dieH_microns": 80,
  "clkbuf_count": 0,
  "tool_warnings": 32,
  "worst_ir_drop_vdd_uv": 50.50,
  "status": "complete, no violations",
  "startpoint": "EX_MEM_rd[1]",
  "ys_seq_share_pct": 0,
  "vias_per_cell": 3.303,
  "grt_pass1_wl_microns": 2063,
  "grt_overflow": 0,
  "synthTopCellsByCount": "xnor2_1 (10), xor2_1 (10)",
  "cap_violations": 0,
  "gr-usage-all-layers_pct": 4.064,
  "place.gp.congestion": 0.9081,
  "ff_latch_area_sq_um": 0,
  "min_from": "MEM_WB_mem_to_reg",
  "setup_tns_ns": 0,
  "hold_depth": 4,
  "hold_path.class": "in2out",
  "ys_area_sq_um": 281.5,
  "final_core_util_pct": 17.95,
  "critPathRequiredTime_ns": 2.64,
  "diodes": 0,
  "grt_setup_unrepaired": "no",
  "max_freq_mhz": 311.3,
  "syn_to_final_growth_pct": 117.8,
  "num_vias": 360,
  "fp_util_pct": 8.242,
  "drt-initial-drc-count": 20,
  "worstSetupStartpointType": "primary input",
  "route.met2.wl_microns": 235,
  "chipArea_sq_mm": 0.006400,
  "synth.distinct_cells": 11,
  "syn_area_sq_um": 281.5,
  "tightest_slew_ns": 0.4650,
  "area_leaders": "xnor2_1 (31%), xor2_1 (31%), nor3_2 (7.1%), or4_1 (5.3%), and2_1 (4.4%)",
  "yosysCellCount": 36,
  "syn_area_per_cell_sq_um": 7.820,
  "die_w_microns": 80,
  "grt_antenna_before_repair": 0,
  "drt-wirelength-per-cell_microns": 11.77,
  "power_density_mw_per_mm2": 104.9,
  "ant_nets": 0,
  "arrival_ns": 2.55,
  "core_sq_mm": 0.003416,
  "maxSlewHeadroom_pct": 68.72,
  "fin_crit_ns": 3.212,
  "flops": 0,
  "drc": 0,
  "finalMaxSlewViolations": 0,
  "highest_layer": "met3",
  "rows": 21,
  "yosys_warnings": 1,
  "drt_wl_total_microns": 1283,
  "grt_pass1_vias": 388,
  "cp_max_fo": 3,
  "grt_max_degree": 4,
  "syn_inst": 36,
  "top_cell_area_share_pct": 31.11,
  "io_pins": 27,
  "whs_endpoint": "beq_forward_B[0]",
  "io_buffers": 27,
  "power_leakage_nw": 0.1881,
  "dr.pass1.iters": 4,
  "hold_violations": 0,
  "crit_path_end_kind": "primary output",
  "dr_wl_met3_microns": 203,
  "setup_violations": 0,
  "crit_type": "in2out",
  "drive_above_1_share_pct": 6.349,
  "min_period_over_period_pct": 97.34,
  "fillCellCount": 403
}
==> per-stage QoR <==
stage	instances	setup slack, ns	hold WS (ns)	instance area [sq um]	power, mW
after global placement	109	0.08507	2.307	609.3	0.06253
after global routing	109	0.01652	2.359	613.1	0.07014
after CTS	109	0.06006	2.330	609.3	0.06370
after floorplan	36	1.150	1.392	281.5	0.02256
after detailed placement	109	0.06169	2.323	609.3	0.06324
final	109	0.08784	2.320	613.1	0.06429
==> metal layers <==
layer / GRT usage, % / up-vias
met1: 7.910 / 150
met2: 3.050 / 27
met4: 0 / 0
met5: 0 / -
met3: 2.045 / 0
li1: - / 183
==> how the worst max path moves through the flow <==
| stage | cells past startpoint | to |
|---|---|---|
| after CTS | 6 | beq_forward_B[0] |
| after global routing | 6 | beq_forward_B[0] |
| final | 6 | beq_forward_B[0] |
==> power by group <==
group          switching, mW  total (mW)  internal, mW  leakage, nW
combinational         0.0244      0.0643        0.0399        0.188
clock                      0           0             0            0
sequential                 0           0             0            0
total                 0.0244      0.0643        0.0399        0.188
==> area by class of cell <==
class              count  area, sq um  share of cell area (%)
multi-input cells     36        285.3                   46.53
well taps             46        57.56                   9.388
repair buffers        27        270.3                   44.08
==> cell families after synthesis <==
family / count (synthesis) / share of synthesized area [%]
xor+xnor: 20 / 62.22
simple gates: 15 / 35.11
compound gates: 1 / 2.668
==> cell usage in the layout, fill, tap and decap left out <==
cell type,synthesis,routed
clkdlybuf4s50_1,0,27
xor2_1,10,10
xnor2_1,10,10
nand4_1,2,2
nor4_1,2,2
nor3_1,2,2
nand3_1,2,2
nor3_2,2,2
and2_1,2,2
or4_4,0,1
nor2_2,1,1
or4_1,2,1
o211ai_1,1,1
==> critical path, stage by stage <==
cell	delay [ns]
clkdlybuf4s50_1	0.47
or4_4	0.58
nor2_2	0.11
nor4_1	0.08
nor3_2	0.16
clkdlybuf4s50_1	0.48
==> what timing repair did <==
item,in CTS,in global routing
hold buffers,0,0
setup buffers,0,0
gates resized,0,1
setup endpoints to repair,0,1
endpoints found under the hold margin,0,0
Power figures rest on the tool's default switching activity, not on a simulated workload.
