==> design.v <==
`timescale 1ns / 1ps
module hazard_detection (
    input        take_branch,
    input        ID_EX_mem_read,
    input        control_mem_write,
    input        EX_MEM_mem_read,
    input        MEM_WB_mem_to_reg,
    input        EX_MEM_reg_write,
    input  [4:0] ID_EX_rt,
    input  [4:0] IF_ID_rs,
    input  [4:0] IF_ID_rt,
    input  [4:0] EX_MEM_rd,
    input  [4:0] MEM_WB_rd,
    output       pc_write,         
    output       IF_ID_write,      
    output       stall             
);
    wire lw_hazard = ID_EX_mem_read && ~control_mem_write && ((ID_EX_rt == IF_ID_rs) || (ID_EX_rt == IF_ID_rt));
    wire branch_hazard_1 = take_branch && ((EX_MEM_reg_write && (IF_ID_rs == EX_MEM_rd || IF_ID_rt == EX_MEM_rd) ) ||
                             (MEM_WB_mem_to_reg && (IF_ID_rs == MEM_WB_rd || IF_ID_rt == MEM_WB_rd) ) );
    wire branch_hazard_2 =  take_branch && (ID_EX_mem_read && (IF_ID_rs == ID_EX_rt || IF_ID_rt == ID_EX_rt) || (EX_MEM_mem_read && (IF_ID_rs == EX_MEM_rd || IF_ID_rt == EX_MEM_rd)));
    wire hazard = lw_hazard || branch_hazard_1 || branch_hazard_2 ;
    assign stall = hazard;
    assign pc_write = ~hazard;
    assign IF_ID_write = ~hazard;
endmodule
==> run.sh <==
#!/bin/bash
# OpenROAD 26Q1-2900-gdf79404cd8, Yosys 0.63+post, stock flow scripts
make -C /OpenROAD-flow-scripts/flow DESIGN_CONFIG=/design/flow/config.mk WORK_HOME=/design/flow/orfs finish
==> config.mk <==
export PLATFORM = sky130hd
export DESIGN_NAME = hazard_detection
export DESIGN_NICKNAME = hazard_detection
export VERILOG_FILES = /design/flow/design.v
export SDC_FILE = /design/flow/constraint.sdc
export NUM_CORES = 4
export LEC_CHECK = 1
export CORE_AREA = 10 10 70 70
export DIE_AREA = 0 0 80 80
==> constraint.sdc <==
current_design hazard_detection

set clk_period 2.4
set clk_io_pct 0.2

create_clock -name clk0 -period $clk_period

set non_clock_inputs [all_inputs -no_clocks]
set_input_delay [expr $clk_period * $clk_io_pct] -clock clk0 $non_clock_inputs
set_output_delay [expr $clk_period * $clk_io_pct] -clock clk0 [all_outputs]
==> impl_metrics.py <==
# Physical implementation metrics
metrics = {
    "drt": {
        "wl_per_cell_um": 12.9,
        "drc_errors": 0,
        "viasPerCell": 3.72,
        "antenna_cells": 0,
        "first_pass_iters": 4,
        "vias": 499,
        "drt-total-wl_mm": 1.73,
        "drt_iter0_drc": 23,
        "antenna_left": 0,
    },
    "setup_path": {
        "slowest_stage": "o311ai_2",
        "slowest_delay_ps": 280,
        "cp.required_ps": 1920,
        "crit_chain": "dlygate4sd2_1, xnor2_1, nand4_1, o22ai_2, buf_4, o311ai_2, dlygate4sd2_1",
        "crit_path_max_fanout": 2,
        "crit_type": "in2out",
        "cp_data_arrival_time_ps": 1750,
        "crit_path_start_kind": "primary input",
        "crit_top_cell": "dlygate4sd2_1",
        "crit_path_end_kind": "primary output",
    },
    "synthesis": {
        "ys_area_um2": 393,
        "syn_avg_cell_area_um2": 7.70,
        "synth-xor-area-share": 0.669,
        "syn_inst": 51,
        "area_leaders": "xnor2_1 (67%), nand4_1 (8.0%), nand2_1 (4.8%)",
        "synthAdderAreaFrac": 0,
        "common_cells": "xnor2_1 (30), nand2_1 (5), nand4_1 (5)",
        "synth_area_um2": 393,
        "postSynthSeqShare": 0,
        "yosysUniqueCellTypes": 11,
        "synthAoiAreaFrac": 0.143,
        "top_cell": "xnor2_1",
        "top_area_frac": 0.669,
        "ys_sh_mux": 0,
        "synth-cells-yosys": 51,
        "simple_gate_area_frac": 0.159,
        "synthTopLogicFamily": "XOR/XNOR gates",
        "yosysTopAreaCell": "xnor2_1",
        "yosysWarnings": 0,
    },
    "final_timing": {
        "period_used_share": 0.928,
        "grt_setup_unrepaired": "no",
        "fmaxAchievable_mhz": 449,
        "hold_viol_final": 0,
        "slew_headroom": 0.839,
        "min_period_ps": 2230,
        "finalMaxSlewViolations": 0,
        "tightest_slew_ps": 242,
        "setup_violations": 0,
        "whs_ps": 1530,
    },
    "grt": {
        "grt_max_degree": 4,
        "grt_pass1_wl_mm": 2.74,
        "track_usage": 0.0522,
        "grt_pass1_vias": 561,
        "antenna_found_initial": 0,
        "gr-total-overflow": 0,
    },
    "layout": {
        "regArea_um2": 0,
        "fin_cells": 134,
        "layout-drive-gt1-share": 0.523,
        "clockBufferCount": 0,
        "area_delta_synth_final_pct": 118,
        "final.fill_count": 389,
        "ff_count": 0,
    },
    "power": {
        "power_leakage_nw": 0.371,
        "ir_drop_mv": 0.0713,
        "power_density_nw_per_um2": 179,
    },
    "outcome": {
        "status": "finished, final reports clean",
    },
    "hold_path": {
        "hp-class": "in2out",
    },
    "clocking": {
        "holdBufCountCts": 0,
    },
    "floorplanning": {
        "rows": 21,
        "fp_util": 0.115,
        "die_y_um": 80,
        "dieArea_um2": 6400,
        "io-pin-count": 34,
        "coreArea_um2": 3420,
        "die_w_um": 80,
    },
    "flow_run": {
        "drv_cap": 0,
        "warnings": 32,
    },
    "placed_design": {
        "post-dp-hpwl_mm": 1.48,
        "dp.cells": 130,
        "port_buffers": 34,
        "gp_congestion": 0.888,
    },
}
-- critical path, delay by kind of cell --
family                    cells  cell delay, ps
buffers and inverters         3             650
and+or+nand+nor               1             100
AOI/OAI and AO/OA             2             370
xor gates and xnor gates      1             140
-- metrics by stage --
step | TNS (ps) | total power, mW | area, um2 | utilization | setup WS (ps)
3_5_place_dp | -1090 | 0.139 | 783 | 0.229 | -376
4_1_cts | 0 | 0.144 | 858 | 0.251 | 1.99
2_1_floorplan | 0 | 0.0588 | 393 | - | 703
6_report | 0 | 0.154 | 858 | 0.251 | 174
5_1_grt | 0 | 0.166 | 858 | 0.251 | 83.8
3_3_place_gp | -1070 | 0.139 | 783 | 0.229 | -364
-- layout make-up --
cell class,instances,area (um2),area share
tap,46,57.6,0.0671
multi-input combinational,49,524,0.611
inverter,1,3.75,0.00437
timing repair buffer,38,273,0.318
-- cell families after synthesis --
logic type             after synthesis
XOR/XNOR                            30
AND-OR/OR-AND                        8
AND/OR/NAND/NOR                     11
buffers and inverters                2
-- layer usage --
metal,up-vias,wire [um],global-route usage
met4,0,0,0
met3,0,183,0.0159
met1,211,1010,0.0866
met5,-,0,0
li1,257,-,-
met2,31,540,0.0650
-- layout by cell type, fill, tap and decap left out --
cell type / count
inv_1: 1
dlymetal6s2s_1: 2
o311ai_2: 1
buf_2: 11
nand2_2: 2
nand4_2: 1
xnor2_2: 13
clkdlybuf4s50_1: 3
o311a_1: 1
clkdlybuf4s15_1: 4
buf_4: 4
o21ai_2: 2
o221ai_2: 1
xnor2_1: 17
clkbuf_2: 8
nand4_1: 5
o22ai_2: 3
dlygate4sd2_1: 6
nand2_1: 3
-- report_power, final --
part           leakage [nW]  internal, mW  switching, mW  total [mW]
logic                 0.371        0.0863         0.0674       0.154
clock network             0             0              0           0
registers                 0             0              0           0
total                 0.371        0.0863         0.0674       0.154
-- path summary, 6_finish.rpt --
kind,startpoint,end,slack [ps],depth (start not counted)
min,ID_EX_mem_read,stall,1530,5
max,MEM_WB_rd[0],IF_ID_write,170,7
-- repair_timing --
| action | in CTS | in global routing |
|---|---|---|
| buffers inserted | 4 | 0 |
| setup endpoints to repair | 3 | 1 |
| gates cloned | 0 | 0 |
| pin swaps | 23 | 26 |
| resized | 67 | 42 |
Power figures rest on the tool's default switching activity, not on a simulated workload.
